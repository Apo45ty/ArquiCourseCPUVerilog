### flow/run.sh
#!/bin/bash
# OpenROAD 26Q1-2900-gdf79404cd8, Yosys 0.63+post, stock flow scripts
make -C /OpenROAD-flow-scripts/flow DESIGN_CONFIG=/design/flow/config.mk WORK_HOME=/design/flow/orfs finish
### flow/config.mk
export PLATFORM = sky130hd
export DESIGN_NAME = ARM_ALU
export DESIGN_NICKNAME = ARM_ALU
export VERILOG_FILES = /design/flow/design.v
export SDC_FILE = /design/flow/constraint.sdc
export NUM_CORES = 4
export LEC_CHECK = 1
export CORE_UTILIZATION = 40
### flow/constraint.sdc
current_design ARM_ALU

set clk_period 15.1
set clk_io_pct 0.2

create_clock -name clk0 -period $clk_period

set non_clock_inputs [all_inputs -no_clocks]
set_input_delay [expr $clk_period * $clk_io_pct] -clock clk0 $non_clock_inputs
set_output_delay [expr $clk_period * $clk_io_pct] -clock clk0 [all_outputs]
### flow/design.v
module ARM_ALU(input wire [31:0] A,B,input wire[4:0] OP,input wire [3:0] FLAGS,output wire [31:0] Out,output wire [3:0] FLAGS_OUT, input wire S,ALU_OUT);
parameter HIGHZ = 32'hzzzzzzzz;
reg [31:0] buffer,_A,_B;
reg [3:0] FLAGS_buff;
always @(A or B or OP)
begin
FLAGS_buff=4'h0;
_A=A;
_B=B;
casez(OP)
  5'b00000,5'b01000:
	begin
	  buffer <=  A & B ;
	end
  5'b00001,5'b01001:buffer <= A ^ B ;
  5'b00010,5'b01010:
	begin 
		_B = ~B+1;
		{FLAGS_buff[1],buffer} <= _A + _B ;
	end
  5'b00011:
	begin 
		_A = ~A+1;
		{FLAGS_buff[1],buffer} <= _B + _A;
	end
  5'b00100,5'b01011:
	  begin
		{FLAGS_buff[1],buffer} <= A + B ;
	  end
  5'b00101:{FLAGS_buff[1],buffer} <= A + B + FLAGS[1];
  5'b00110:
	begin 
		_B = ~B+1;
		{FLAGS_buff[1],buffer} <= _A + _B - !FLAGS[1];
	end
  5'b00111:
	begin 
		_A = ~A+1;
		{FLAGS_buff[1],buffer} <= B + _A - !FLAGS[1];
	end
  5'b01100:buffer <= A | B;
  5'b01110:
	begin
		buffer <= A & ~B;
	end
  5'b01111:
    begin 
		buffer <= ~ B;
	end
  5'b10000:buffer <= B;
  5'b10001:buffer <= A + 1;
  5'b10010,5'b01101:buffer <= A;
endcase
end
always@(buffer or _A or _B or OP )
begin
  FLAGS_buff[3] = buffer[31];
  FLAGS_buff[2] = buffer == 32'h0;
  FLAGS_buff[0] = _A[31] == _B[31] && _A[31] != buffer[31];
end
assign FLAGS_OUT = S ? FLAGS_buff : FLAGS;
assign Out =  ALU_OUT ?  buffer : HIGHZ;
endmodule
==> flow_summary.yaml <==
# physical design summary
timing:
  min_period_ps: 12860
  relSlewSlack_pct: 38.22
  untimed_endpoints: 62
  fin_tns_setup_ps: 0
  hold_viol: 0
  tightest_slew_ps: 921.1
  rsz0062_at_grt: "false"
  unclocked_pins: 31
  min_period_over_period_pct: 85.18
  whs_ps: 6987
  fmax_mhz: 77.75
  setup_viol: 0
  worst_slack_ps: 2238
  drv_slew: 0
final_layout:
  fin_util_pct: 45.25
  top_regs: "buffer (31)"
  area_growth_pct: 11.04
  largest-register: "buffer"
  stdcell_count: 2559
  combGateArea_sq_um: 12360
  drive_gt1_share_pct: 5.258
  mostFrequentLayoutCell: "nand2_1"
  largest_reg_flops: 31
  fillers: 3573
  final_layout_top_logic_cells: "206 x nand2_1, 191 x a21oi_1, 180 x xnor2_1"
  flop_area_sq_um: 465.4
  final_area_sq_um: 15170
die:
  die_height_um: 186.8
  core.rowCount: 67
  dieArea_sq_um: 34900
  pin_count: 111
  initCoreUtil_pct: 40.75
  die_width_um: 186.8
  coreArea_sq_um: 33530
worst_hold_path:
  hp-class: "in2out"
place:
  place_area_sq_um: 15170
  dp.cells: 2559
  portBuffers: 109
  hpwl_um: 53510
  post-place-ws_ps: 2456
  place_congestion: 1.024
status:
  outcome: "finished, final reports clean"
global_route:
  first_global_vias: 15487
  grt_pass1_wl_um: 96160
  antenna_found_initial: 1
  grt_usage_pct: 36.87
  overflow: 0
  grt_max_degree: 32
yosys:
  async_reset_ff_share_pct: 0
  yosysChipArea_sq_um: 13660
  avgSynthCellArea_sq_um: 6.620
  syn-instance-count: 2064
  edf_count: 0
  ys_warn_count: 4
  synthDistinctLibCells: 103
  ys_seq_elements: 31
  yosysTopAreaCell: "ha_1"
  ys_cells: 2064
  ff_type: "dlxtn_1"
  netlist_area_sq_um: 13660
  top_cell_area_share_pct: 12.36
  top_cells_by_area: "ha_1 12%, xnor2_1 12%, a21oi_1 7.1%, nand2_1 5.7%, nor2_1 4.9%"
detailed_routing:
  firstDrtPassIters: 5
  vias: 16575
  post_drt_wl_per_cell_um: 25.35
  wl_um: 64870
  antenna_cells: 0
  post_drt_via_cell_ratio: 6.477
  drc: 0
  drtIter0Drc: 1388
  final_antenna_net_count: 0
worst_setup_path:
  endpoint_kind: "primary output"
  path_max_fanout: 9
  critical_path.startpoint_type: "input pin"
  path_class: "in2out"
  cp.required_ps: 12080
  arrival_ps: 9840
job:
  maxCapViolations: 0
  warnings: 68
power_and_ir_drop:
  ir_drop_mv: 0.02899
  powerDensity_nw_per_um2: 45.48
  p_leak_nw: 5.651
  total_power_mw: 0.6900
cts:
  cts_hold_buffers: 0
  cts_resized: 0
  cts_setup_buffers: 0
==> synthesized netlist by cell type (17+ instances only) <==
cell,count
xnor2_1,180
o211ai_1,18
and2_1,25
a221oi_1,31
nand2_1,206
a21oi_1,193
xor2_1,53
inv_1,98
and3_1,30
nor4_1,29
nand3_1,63
o221ai_1,17
nor3_1,74
clkbuf_1,80
a31oi_1,36
a211oi_1,31
o21ai_0,135
a2111oi_0,17
dlxtn_1,31
nor2_1,180
ha_1,135
a21o_1,27
nand4_1,43
==> power breakdown <==
group	switching (mW)	internal, mW	total (mW)
logic	0.438	0.239	0.677
registers	0.00163	0.0118	0.0135
clock network	0	0	0
total	0.439	0.251	0.690
==> cells by family (layout without fill, tap and decap cells) <==
group / count (synthesis) / in the layout / synth area share (%)
buf+inv: 204 / 251 / 6.566
compound gates: 685 / 685 / 33.59
mux: 12 / 12 / 0.8883
latches: 31 / 31 / 3.407
fa+ha+maj: 138 / 138 / 12.80
xor+xnor: 233 / 233 / 14.94
simple gates: 760 / 760 / 27.78
other cells: 1 / 1 / 0.02745
==> critical path: stages <==
cell             delay (ps)
clkdlybuf4s50_1         680
nor4_1                  710
nand2_1                 330
nor4_1                  730
nor2b_1                 240
xnor2_1                  80
ha_1                    400
a21oi_1                 330
o21ai_0                 200
nor3_1                  170
a31oi_1                 250
xnor2_1                 790
and3_1                  320
nand3_1                 230
nor3_2                  390
a31o_2                  220
nand3_1                  80
a31oi_1                 180
clkdlybuf4s50_1         480
==> final cells by class <==
cell class | count | share of cell area [%]
Tap cell | 448 | 3.695
Inverter | 98 | 2.425
Sequential cell | 31 | 3.068
Timing Repair Buffer | 153 | 9.368
Multi-Input combinational cell | 1829 | 81.44
==> routing by layer <==
layer	up-vias	part of all wire [%]	track usage [%]
met5	-	0.017	0
li1	7811	-	-
met3	224	5.7	3.238
met2	802	47	62.20
met1	7736	40	44.59
met4	2	8.2	25.09
==> path summary, 6_finish.rpt <==
check,from,endpoint,slack [ps],cells after the start
worst min-delay path,FLAGS[2],FLAGS_OUT[2],6990,3
worst max-delay path,A[4],FLAGS_OUT[1],2240,19
No activity file was given, so power comes from the tool's default toggle rates.
